==> design.v <==
module Bus #(
    parameter ADDRESS_WIDTH = 6,
    parameter DATA_WIDTH    = 32,
    parameter NUM_CORES     = 2
) (
    input  logic clk, reset,
    input  logic [NUM_CORES-1:0] cache_req_valid,
    input  logic [NUM_CORES-1:0] cache_req_type,  
    input  logic [ADDRESS_WIDTH-1:0] cache_req_addr [NUM_CORES],
    input  logic [DATA_WIDTH-1:0] cache_data_out [NUM_CORES],
    input  logic mem_resp_valid,
    input  logic [DATA_WIDTH-1:0] mem_resp_data,
    output logic [NUM_CORES-1:0] cache_snoop_valid,
    output logic [NUM_CORES-1:0] cache_snoop_type,
    output logic [ADDRESS_WIDTH-1:0] cache_snoop_addr [NUM_CORES],
    output logic [DATA_WIDTH-1:0] bus_data_in_to_cache [NUM_CORES],
    output logic [NUM_CORES-1:0] bus_data_in_valid_to_cache,
    input  logic [NUM_CORES-1:0] snoop_resp_valid_from_cache,
    input  logic [DATA_WIDTH-1:0] snoop_resp_data_from_cache [NUM_CORES],
    input  logic [NUM_CORES-1:0] snoop_resp_hit_from_cache,
    input  logic [NUM_CORES-1:0] snoop_resp_state_from_cache,
    output logic mem_req_valid,
    output logic mem_req_write,
    output logic [ADDRESS_WIDTH-1:0] mem_req_addr,
    output logic [DATA_WIDTH-1:0] mem_req_data
);
    reg [NUM_CORES-1:0] arb_grant;
    reg [NUM_CORES-1:0] snoop_valid;
    reg [NUM_CORES-1:0] snoop_type;
    reg [ADDRESS_WIDTH-1:0] snoop_addr [NUM_CORES];
    reg [DATA_WIDTH-1:0] bus_data_r;
    reg bus_data_valid;
    reg [NUM_CORES-1:0] bus_data_in_valid_to_cache_r;
    reg mem_req_valid_r;
    reg mem_req_write_r;
    reg [ADDRESS_WIDTH-1:0] mem_req_addr_r;
    reg [DATA_WIDTH-1:0] mem_req_data_r;
    integer i;
    always @(posedge clk or posedge reset) begin
        if (reset) begin
            for (i = 0; i < NUM_CORES; i++) begin
                arb_grant[i] <= 0;
                snoop_valid[i] <= 0;
            end
            bus_data_valid <= 0;
            mem_req_valid_r <= 0;
            bus_data_in_valid_to_cache_r <= '0;
        end else begin
            mem_req_valid_r <= 0;
            bus_data_in_valid_to_cache_r <= '0;
            arb_grant <= '0;
            if (cache_req_valid[0]) arb_grant[0] <= 1;
            else if (cache_req_valid[1]) arb_grant[1] <= 1;
            snoop_valid <= cache_req_valid;
            for (i = 0; i < NUM_CORES; i++) begin
                snoop_addr[i] <= cache_req_addr[i];
            end
            snoop_type <= cache_req_type;
            bus_data_valid <= 0;
            if (arb_grant[0]) begin
                if (cache_req_type[0] == 1'b0) begin  
                    if (snoop_resp_hit_from_cache[1]) begin
                        bus_data_r <= snoop_resp_data_from_cache[1];
                        bus_data_valid <= 1;
                        bus_data_in_valid_to_cache_r[0] <= 1;
                    end else begin
                        mem_req_valid_r <= 1;
                        mem_req_write_r <= 0;
                        mem_req_addr_r <= cache_req_addr[0];
                    end
                end else begin  
                    bus_data_r <= cache_data_out[0];
                    bus_data_valid <= 1;
                    bus_data_in_valid_to_cache_r[0] <= 1;
                    mem_req_valid_r <= 1;
                    mem_req_write_r <= 1;
                    mem_req_addr_r <= cache_req_addr[0];
                    mem_req_data_r <= cache_data_out[0];
                end
            end
            else if (arb_grant[1]) begin
                if (cache_req_type[1] == 1'b0) begin  
                    if (snoop_resp_hit_from_cache[0]) begin
                        bus_data_r <= snoop_resp_data_from_cache[0];
                        bus_data_valid <= 1;
                        bus_data_in_valid_to_cache_r[1] <= 1;
                    end else begin
                        mem_req_valid_r <= 1;
                        mem_req_write_r <= 0;
                        mem_req_addr_r <= cache_req_addr[1];
                    end
                end else begin  
                    bus_data_r <= cache_data_out[1];
                    bus_data_valid <= 1;
                    bus_data_in_valid_to_cache_r[1] <= 1;
                    mem_req_valid_r <= 1;
                    mem_req_write_r <= 1;
                    mem_req_addr_r <= cache_req_addr[1];
                    mem_req_data_r <= cache_data_out[1];
                end
            end
            if (mem_resp_valid) begin
                bus_data_r <= mem_resp_data;
                bus_data_valid <= 1;
                for (i = 0; i < NUM_CORES; i++) begin
                    bus_data_in_valid_to_cache_r[i] <= 1;
                end
            end
        end
    end
    genvar gi;
    generate
        for (gi = 0; gi < NUM_CORES; gi++) begin
            assign cache_snoop_type[gi]            = snoop_type[gi];
            assign cache_snoop_addr[gi]            = snoop_addr[gi];
            assign bus_data_in_to_cache[gi]        = bus_data_r;
            assign bus_data_in_valid_to_cache[gi]  = bus_data_in_valid_to_cache_r[gi];
        end
    endgenerate
    assign cache_snoop_valid = snoop_valid;
    assign mem_req_valid     = mem_req_valid_r;
    assign mem_req_write     = mem_req_write_r;
    assign mem_req_addr      = mem_req_addr_r;
    assign mem_req_data      = mem_req_data_r;
endmodule
==> run.sh <==
#!/bin/bash
# OpenROAD 26Q1-2900-gdf79404cd8, Yosys 0.63+post, stock flow scripts
make -C /OpenROAD-flow-scripts/flow DESIGN_CONFIG=/design/flow/config.mk WORK_HOME=/design/flow/orfs finish
==> config.mk <==
export PLATFORM = sky130hd
export DESIGN_NAME = Bus
export DESIGN_NICKNAME = Bus
export VERILOG_FILES = /design/flow/design.v
export SDC_FILE = /design/flow/constraint.sdc
export NUM_CORES = 4
export LEC_CHECK = 1
export CORE_AREA = 10 10 171 171
export DIE_AREA = 0 0 181 181
export SYNTH_HDL_FRONTEND = slang
==> constraint.sdc <==
current_design Bus

set clk_period 10.5
set clk_io_pct 0.2

create_clock -name clk0 -period $clk_period [get_ports {clk}]

set non_clock_inputs [all_inputs -no_clocks]
set_input_delay [expr $clk_period * $clk_io_pct] -clock clk0 $non_clock_inputs
set_output_delay [expr $clk_period * $clk_io_pct] -clock clk0 [all_outputs]
==> results.toml <==
# synthesis and place-and-route metrics
[synthesis]
ys_cells = 330
synth_flops = 91
yosys_area_um2 = 4910
avgSynthCellArea_um2 = 14.9
yosysWarnings = 0
logic_family = "multiplexers"
synth-xor-area-share_pct = 0
compound_area_share_pct = 8.35
synthCells = 330
fa_ha_area_share_pct = 0
yosysSeqAreaShare_pct = 55.0
synth_area_um2 = 4910
yosysUniqueCellTypes = 26
simple_gate_area_share_pct = 3.00
muxShareOfSynthArea_pct = 24.8

[placement]
hpwl_mm = 15.4
gp_congestion = 0.805
preCtsSetupSlack_ns = 5.66
port_buffers = 302
placed_cell_area_um2 = 8010

[floorplanning]
fp-utilization_pct = 19.4
ios = 307
core_area_um2 = 25300
dieHeight_um = 181
num_rows = 58
dieArea_um2 = 32800
die_x_um = 181

[global_route]
gr-total-overflow = 0
antenna_found_initial = 0
gr-usage-all-layers_pct = 11.8
grt_pass1_wl_mm = 28.5
grt_pass1_vias = 4133
grt_max_degree = 45

[clocking]
h-tree-depth = 3
clock_path_buffers = 2
clk_pin_slew_ns = 0.07
tritoncts.num_buffers = 9
cts-root-buf = "clkbuf_16"
clock_sinks = 91
cts_hold_buffers = 0
postCtsSetupBuffers = 0
clk_latency_ns = 0.35
ctsResizeCount = 0
cts_tree = "built"

[drt]
vias = 3759
antenna_left = 0
wire_per_inst_um = 21.5
n_antenna_cell = 0
wirelength_mm = 20.1
initialDrtViolationCount = 104
drt_first_pass_iters = 4
drc_errors = 0
viasPerCell = 4.03

[timing]
fin_crit_sh_pct = 41.7
timing.setup.tns_ns = 0
rsz0062_at_grt = "no"
maxSlewHeadroom_pct = 46.5
fmax_ghz = 0.228
finalMaxSlewViolations = 0
skew_ns = 0.00718
hold_violations = 0
setup_viol = 0
timing.final.ws_setup_ns = 6.12
fin_crit_ns = 4.38
tightest_slew_ns = 0.801

[status]
status = "finished, final reports clean"

[pwr]
peakVddDrop_v = 0.0000788
finalPower_w = 0.00101
leakagePower_nw = 3.01
power.density_nw_per_um2 = 122

[worst_hold_path]
hp-class = "flop to flop"

[finish]
layout_top_cell = "clkdlybuf4s50_1"
stdcell_area_um2 = 8340
logic_area_um2 = 1800
layout-drive-gt1-share_pct = 17.9
num-fill-cells = 2540
syn_to_final_growth_pct = 69.7
seq_area_um2 = 2700
final_cell_mix = "clkdlybuf4s50_1, edfxtp_1, mux2_2, nand2_1, mux2i_1"

[flow_run]
drv_cap = 0
warnings = 29

[critical_path]
worstPathRequired_ns = 10.51
critical_path.max_fanout = 22
crit_arrival_ns = 4.39
crit_path_end_kind = "flop"
crit_type = "input pin to flop"
cp-start-kind = "input pin"
-- layer usage --
metal | routed length [um] | track usage, % | vias up
met5 | 0 | 0 | -
met4 | 246 | 1.40 | 0
met3 | 1610 | 3.77 | 11
met2 | 10200 | 20.9 | 183
met1 | 7990 | 14.1 | 1787
li1 | - | - | 1778
-- synth_stat cells --
cell / count / area [um^2]
a221oi_1: 1 / 8.76
a22oi_1: 1 / 7.51
a31oi_1: 1 / 6.26
buf_1: 1 / 3.75
buf_12: 2 / 40.0
buf_2: 11 / 55.1
buf_4: 34 / 255
buf_6: 5 / 56.3
clkbuf_1: 2 / 7.51
dfrtp_1: 6 / 150
edfxtp_1: 85 / 2550
inv_1: 3 / 11.3
inv_2: 1 / 3.75
mux2_2: 44 / 495
mux2_4: 27 / 405
mux2i_1: 32 / 320
nand2_1: 35 / 131
nor2_1: 1 / 3.75
nor2_2: 1 / 6.26
nor2b_1: 1 / 6.26
o211a_1: 1 / 10.0
o211ai_1: 1 / 7.51
o21ai_0: 1 / 5.00
o21ai_1: 1 / 5.00
o221a_1: 27 / 304
o221a_2: 5 / 56.3
-- per-stage QoR --
step | hold WS [ns] | util (%) | std cells
floorplan | 0.536 | - | 330
global placement | 0.614 | 31.6 | 916
detailed placement | 0.622 | 31.6 | 916
CTS | 0.622 | 32.9 | 932
global route | 0.669 | 32.9 | 932
finish | 0.629 | 32.9 | 932
-- state kept, by name (all words and copies together) (netlist names) --
signal and count:
mem_req_data 32, cache_snoop_valid 2, snoop_addr 12, mem_req_write 1, cache_snoop_type 2, bus_data_in_valid_to_cache 2
mem_req_addr 6, mem_req_valid 1, arb_grant 1, bus_data_r 32
-- cell families after synthesis --
logic type	after synthesis
compound gates	39
mux	103
buf+inv	59
flops	91
simple gates	38
-- report_power, final --
| part | internal (W) | switching (W) |
|---|---|---|
| combinational | 0.000150 | 0.0000676 |
| sequential | 0.000426 | 0.00000967 |
| clock | 0.000212 | 0.000150 |
-- critical path, stage by stage --
cell,delay (ns)
buf_2,0.43
buf_4,0.51
o21ai_0,0.28
a31oi_4,0.59
buf_4,0.43
-- final timing paths --
kind / startpoint / to / slack, ns / cells after the start
worst max-delay path: cache_req_type[0] / bus_data_r[25] / 6.12 / 5
worst min-delay path: arb_grant[1] / mem_req_valid / 0.63 / 2
worst max register to register: cache_snoop_valid[0] / bus_data_r[25] / 7.79 / 4
worst min register to register: arb_grant[1] / mem_req_valid / 0.63 / 2
max in group asynchronous: reset / cache_snoop_valid[0] / 7.62 / 2
min in group asynchronous: reset / bus_data_in_valid_to_cache[0] / 2.33 / 2
-- layout make-up --
class,instances,share of cell area [%]
Inverter,4,0.180
Sequential cell,91,32.4
Clock buffer,10,2.75
Timing Repair Buffer,311,36.9
Clock inverter,6,1.14
Multi-Input combinational cell,180,21.6
Tap cell,330,4.95
