[design/flow/config.mk]
export PLATFORM = sky130hd
export DESIGN_NAME = Memory
export DESIGN_NICKNAME = Memory
export VERILOG_FILES = /design/flow/design.v
export SDC_FILE = /design/flow/constraint.sdc
export NUM_CORES = 4
export LEC_CHECK = 1
export CORE_UTILIZATION = 40
export SYNTH_HDL_FRONTEND = slang
[design/flow/constraint.sdc]
current_design Memory

set clk_period 3.4
set clk_io_pct 0.2

create_clock -name clk0 -period $clk_period [get_ports {clk}]

set non_clock_inputs [all_inputs -no_clocks]
set_input_delay [expr $clk_period * $clk_io_pct] -clock clk0 $non_clock_inputs
set_output_delay [expr $clk_period * $clk_io_pct] -clock clk0 [all_outputs]
[design/flow/design.v]
module Memory #(
    parameter ADDRESS_WIDTH = 6,
    parameter DATA_WIDTH    = 32,
    parameter MEMORY_SIZE   = 1 << ADDRESS_WIDTH
) (
    input  logic clk,
    input  logic reset,
    input  logic mem_req_valid,
    input  logic [ADDRESS_WIDTH-1:0] mem_req_addr,
    input  logic mem_req_write,
    input  logic [DATA_WIDTH-1:0] mem_req_data,
    output logic mem_resp_valid,
    output logic [DATA_WIDTH-1:0] mem_resp_data
);
    reg [DATA_WIDTH-1:0] memory [0:MEMORY_SIZE-1];
    reg [DATA_WIDTH-1:0] mem_resp_data_r;
    reg mem_resp_valid_r;
    reg [3:0] delay_count;
    localparam DELAY_CYCLES = 4;
    always @(posedge clk or posedge reset) begin
        if (reset) begin
            mem_resp_valid_r <= 0;
            delay_count <= 0;
            for (int i = 0; i < MEMORY_SIZE; i++)
                memory[i] <= i * 10;
        end else begin
            mem_resp_valid_r <= 0;
            if (mem_req_valid) begin
                if (mem_req_write) begin
                    memory[mem_req_addr] <= mem_req_data;
                end else begin
                    if (delay_count == DELAY_CYCLES - 1) begin
                        mem_resp_data_r <= memory[mem_req_addr];
                        mem_resp_valid_r <= 1;
                        delay_count <= 0;
                    end else begin
                        delay_count <= delay_count + 1;
                    end
                end
            end else begin
                delay_count <= 0;
            end
        end
    end
    assign mem_resp_data  = mem_resp_data_r;
    assign mem_resp_valid = mem_resp_valid_r;
endmodule
[design/flow/run.sh]
#!/bin/bash
# OpenROAD 26Q1-2900-gdf79404cd8, Yosys 0.63+post, stock flow scripts
make -C /OpenROAD-flow-scripts/flow DESIGN_CONFIG=/design/flow/config.mk WORK_HOME=/design/flow/orfs finish
==> flow_metrics.env <==
# source this file to load flow results
export IMPL_status="finished clean"
export IMPL_yosysWarnings=0
export IMPL_gp_congestion=0.905
export IMPL_syn_inst=6877
export IMPL_async_flop_share=0.985
export IMPL_min_path_type="input port to flip-flop"
export IMPL_vias=63265
export IMPL_cap_violations=0
export IMPL_worstReg2RegStart="memory[1634]$_DFFE_PP0P_"
export IMPL_post_drt_wl_per_cell_um=33.5
export IMPL_synth_flops=2085
export IMPL_clockRootBuffer="clkbuf_16"
export IMPL_n_fill_cell=19417
export IMPL_firstDrtPassIters=6
export IMPL_tightestPinTransition_ns=0.929
export IMPL_dpl_cell_count=9678
export IMPL_rsz0062_at_grt="false"
export IMPL_core_mm2=0.231
export IMPL_min_delay_start="mem_req_data[14]"
export IMPL_power_leakage_nw=49.4
export IMPL_grt_pass1_wl_um=490000
export IMPL_overflow=0
export IMPL_synth_chip_area_mm2=0.0934
export IMPL_areaGrowthSynthToFinish_pct=16.4
export IMPL_ys_cells=6877
export IMPL_reg2reg_to="mem_resp_data[2]$_DFFE_PP_"
export IMPL_critPathMaxFanout=18
export IMPL_grt_max_degree=138
export IMPL_clock_path_buffers=3
export IMPL_peakVddDrop_uv=517
export IMPL_clk_pin_slew_worst_paths_ns=0.06
export IMPL_r2r_slack_ns=0.92
export IMPL_hold_viol_final=0
export IMPL_drc=0
export IMPL_fmaxAchievable_mhz=345
export IMPL_layout_cells_non_filler=10091
export IMPL_cts_buffers_inserted=218
export IMPL_ant_nets=0
export IMPL_edf_count=32
export IMPL_top_cell="dfrtp_1"
export IMPL_finalSetupViolCount=0
export IMPL_avgSynthCellArea_um2=13.6
export IMPL_netlist_cell_type_count=63
export IMPL_postCtsHoldBufs=0
export IMPL_synthTopCellsByCount="dfrtp_1, mux2_2, a221oi_1, clkbuf_1, mux2_1"
export IMPL_slew_headroom=0.380
export IMPL_layout_drive_gt1_share=0.414
export IMPL_die_w_um=485
export IMPL_track_usage=0.304
export IMPL_end_kind="flip-flop"
export IMPL_clock_sinks=2085
export IMPL_openroad_warnings=51
export IMPL_critPathRequiredTime_ns=4.02
export IMPL_netlist_area_leader_share=0.482
export IMPL_post_cts_setup_buffers=0
export IMPL_syn_area_mm2=0.0934
export IMPL_chipArea_mm2=0.235
export IMPL_ys_flop_type="dfrtp_1"
export IMPL_power_per_cell_area_mw_per_mm2=529
export IMPL_min_period_ns=2.90
export IMPL_drv_slew=0
export IMPL_yosysSeqAreaShare=0.564
export IMPL_fin_tns_setup_ns=0
export IMPL_cts_tree="yes"
export IMPL_finalCritPeriodShare=0.853
export IMPL_worstSetupStartpointType="input port"
export IMPL_topCellsByArea="dfrtp_1, mux2_2, dfstp_2"
export IMPL_design_portCount=75
export IMPL_crit_arrival_ns=3.52
export IMPL_synth_largest_area_cell="dfrtp_1"
export IMPL_holdPathEnd="memory[1294]$_DFFE_PP0P_"
export IMPL_crit_type="input port to flip-flop"
export IMPL_reg2regPathDepth=5
export IMPL_initial_core_util=0.404
export IMPL_dpl_hpwl_um=199000
export IMPL_rows=176
export IMPL_viasPerCell=6.27
export IMPL_post_cts_resized=0
export IMPL_antenna_found_initial=9
export IMPL_drt_wl_total_um=338000
export IMPL_h_tree_depth=4
export IMPL_worst_clock_skew_ns=0.0389
export IMPL_die_size_y_um=485
export IMPL_clkLatencyLatePin_ns=0.88
export IMPL_grt_pass1_vias=65840
export IMPL_hold_path_depth=2
export IMPL_io_buffers=74
export IMPL_drtIter0Drc=4852
==> power breakdown <==
group	leakage (nW)	switching, mW	internal, mW	total (mW)
Sequential	27.4	0.968	27.0	28.0
Clock	3.50	10.2	13.7	23.9
Combinational	18.5	3.15	2.47	5.62
Total	49.4	14.3	43.2	57.5
==> cell families (layout without fill, tap and decap cells) <==
| group | Yosys count | count (layout) | synth area share |
|---|---|---|---|
| AND-OR/OR-AND | 1224 | 1224 | 0.0991 |
| flip-flops | 2085 | 2085 | 0.564 |
| XOR/XNOR | 1 | 1 | 0.0000938 |
| other | 0 | 6 | 0 |
| AND/OR/NAND/NOR | 554 | 554 | 0.0254 |
| buffers and inverters | 769 | 951 | 0.0352 |
| adder cells (fa/ha/maj) | 1 | 1 | 0.000134 |
| multiplexers | 2243 | 2243 | 0.276 |
==> cell usage in the layout, fill, tap and decap left out, drive strengths merged, types with 8 or more instances in the layout <==
cell type | netlist | layout
mux4 | 56 | 56
clkdlybuf4s50 | 0 | 39
clkbuf | 411 | 356
mux2 | 2096 | 2096
a221oi | 626 | 626
o22ai | 40 | 40
edfxtp | 32 | 32
or4 | 15 | 15
o211ai | 12 | 12
nor3 | 18 | 18
mux2i | 91 | 91
a221o | 23 | 23
buf | 353 | 500
nand2 | 77 | 77
a21oi | 94 | 94
clkinv | 0 | 33
dfstp | 256 | 256
dfrtp | 1797 | 1797
a22oi | 117 | 117
inv | 5 | 9
or3 | 14 | 14
a22o | 38 | 38
nor2 | 364 | 364
and2 | 8 | 8
a31oi | 9 | 9
o21ai | 229 | 229
nand4 | 13 | 13
nand3 | 18 | 18
==> registers in the layout (all words and copies together) (netlist names) <==
signal          cells
delay_count         4
mem_resp_data      32
mem_resp_valid      1
memory           2048
==> per-stage QoR <==
stage                     instance area (um2)  setup WS, ns   util  hold WS (ns)  power (mW)
after CTS                              109000         0.626  0.470         0.293        57.8
after global placement                 101000        -0.269  0.439         0.462        33.8
after floorplan                         93400        -30.49      -         0.450        32.1
after detailed placement               101000        -0.310  0.439         0.471        34.0
final                                  109000         0.499  0.470         0.349        57.5
after global routing                   109000         0.556  0.470         0.356        59.4
==> worst max path at each step <==
stage	startpoint	to	cells past startpoint
4_1_cts	mem_req_addr[0]	mem_resp_data[16]$_DFFE_PP_	10
5_1_grt	mem_req_addr[0]	mem_resp_data[16]$_DFFE_PP_	10
6_report	mem_req_addr[0]	mem_resp_data[16]$_DFFE_PP_	10
==> final cells by class <==
class	count	area (um2)	share of cell area
antenna	6	15.0	0.000138
clock buffer	356	6570	0.0605
clock inverter	51	609	0.00561
inverter	5	37.5	0.000345
multi-input combinational	4023	38000	0.350
sequential	2085	52700	0.485
tap	3026	3790	0.0348
timing repair buffer	539	6990	0.0643
==> worst max-delay path, stage by stage <==
cell	delay, ns
buf_8	0.17
buf_4	0.21
and2_4	0.28
buf_12	0.21
buf_4	0.22
a221oi_1	0.34
nor2_1	0.10
o21ai_0	0.35
o21ai_0	0.42
or3_1	0.46
==> routing by layer <==
layer	global-route usage	up-vias	routed length, um
met5	0.000408	-	100
met4	0.125	14	17200
li1	-	25833	-
met3	0.152	776	41800
met2	0.433	2819	149000
met1	0.406	33823	130000
Power figures rest on the tool's default switching activity, not on a simulated workload.
