==> design.v <==
module Cache #(
    parameter CACHE_SIZE    = 8,
    parameter BLOCK_SIZE    = 4,
    parameter ADDRESS_WIDTH = 6,
    parameter DATA_WIDTH    = 32,
    parameter INDEX_WIDTH   = 3,
    parameter TAG_WIDTH     = ADDRESS_WIDTH - INDEX_WIDTH - $clog2(BLOCK_SIZE)
) (
    input  logic clk, reset,
    input  logic core_req_valid,
    input  logic core_req_type,  
    input  logic [ADDRESS_WIDTH-1:0] core_req_addr,
    input  logic [DATA_WIDTH-1:0] core_req_data,
    input  logic bus_snoop_valid,
    input  logic [1:0] bus_snoop_type,  
    input  logic [ADDRESS_WIDTH-1:0] bus_snoop_addr,
    input  logic [DATA_WIDTH-1:0] bus_data_in,
    input  logic bus_data_in_valid_from_bus,
    output logic core_resp_valid,
    output logic [DATA_WIDTH-1:0] core_resp_data,
    output logic bus_req_valid,
    output logic [1:0] bus_req_type,  
    output logic [ADDRESS_WIDTH-1:0] bus_req_addr,
    output logic [DATA_WIDTH-1:0] bus_data_out,
    output logic snoop_resp_valid,
    output logic [DATA_WIDTH-1:0] snoop_resp_data,
    output logic snoop_resp_hit,
    output logic [1:0] snoop_resp_state
);
    reg [DATA_WIDTH-1:0] cache_data [CACHE_SIZE-1:0];
    reg [TAG_WIDTH-1:0]  cache_tag  [CACHE_SIZE-1:0];
    reg [1:0]            cache_state[CACHE_SIZE-1:0];  
    reg                  cache_valid[CACHE_SIZE-1:0];
    reg core_req_pending;
    reg core_req_type_r;
    reg [ADDRESS_WIDTH-1:0] core_req_addr_r;
    reg [DATA_WIDTH-1:0] core_req_data_r;
    reg [INDEX_WIDTH-1:0] core_index;
    reg [TAG_WIDTH-1:0] core_tag;
    reg bus_req_valid_r;
    reg [1:0] bus_req_type_r;
    reg [ADDRESS_WIDTH-1:0] bus_req_addr_r;
    reg core_resp_valid_r;
    reg [DATA_WIDTH-1:0] core_resp_data_r;
    reg snoop_resp_valid_r;
    reg [DATA_WIDTH-1:0] snoop_resp_data_r;
    reg snoop_resp_hit_r;
    reg [1:0] snoop_resp_state_r;
    function automatic [INDEX_WIDTH-1:0] get_index(input [ADDRESS_WIDTH-1:0] addr);
        get_index = addr[$clog2(BLOCK_SIZE) +: INDEX_WIDTH];
    endfunction
    function automatic [TAG_WIDTH-1:0] get_tag(input [ADDRESS_WIDTH-1:0] addr);
        get_tag = addr[$clog2(BLOCK_SIZE) + INDEX_WIDTH +: TAG_WIDTH];
    endfunction
    always @(posedge clk or posedge reset) begin
        if (reset) begin
            for (int i = 0; i < CACHE_SIZE; i++) begin
                cache_valid[i] <= 0;
                cache_state[i] <= 2'b00;
            end
            core_req_pending <= 0;
            core_resp_valid_r <= 0;
            bus_req_valid_r <= 0;
            snoop_resp_valid_r <= 0;
        end else begin
            core_resp_valid_r <= 0;
            bus_req_valid_r <= 0;
            snoop_resp_valid_r <= 0;
            if (core_req_valid && !core_req_pending) begin
                core_req_pending <= 1;
                core_req_type_r <= core_req_type;
                core_req_addr_r <= core_req_addr;
                core_req_data_r <= core_req_data;
                core_index <= get_index(core_req_addr);
                core_tag <= get_tag(core_req_addr);
                if (cache_valid[core_index] && cache_tag[core_index] == core_tag) begin
                    if (core_req_type == 1'b0) begin  
                        core_resp_valid_r <= 1;
                        core_resp_data_r <= cache_data[core_index];
                    end else begin  
                        cache_data[core_index] <= core_req_data;
                        cache_state[core_index] <= 2'b11;  
                        core_resp_valid_r <= 1;
                    end
                    core_req_pending <= 0;
                end else begin
                    bus_req_valid_r <= 1;
                    bus_req_addr_r <= core_req_addr;
                    bus_req_type_r <= (core_req_type == 1'b0) ? 2'b01 : 2'b10;
                end
            end
            if (bus_data_in_valid_from_bus && core_req_pending) begin
                cache_data[core_index] <= bus_data_in;
                cache_tag[core_index] <= core_tag;
                cache_valid[core_index] <= 1;
                cache_state[core_index] <= (core_req_type_r == 1'b0) ? 2'b10 : 2'b11;
                core_resp_valid_r <= 1;
                core_resp_data_r <= bus_data_in;
                core_req_pending <= 0;
            end
            if (bus_snoop_valid) begin
                int snoop_index = get_index(bus_snoop_addr);
                int snoop_tag = get_tag(bus_snoop_addr);
                if (cache_valid[snoop_index] && cache_tag[snoop_index] == snoop_tag) begin
                    snoop_resp_hit_r <= 1;
                    snoop_resp_state_r <= cache_state[snoop_index];
                    snoop_resp_valid_r <= 1;
                    snoop_resp_data_r <= cache_data[snoop_index];
                    if (bus_snoop_type == 2'b01) begin  
                        if (cache_state[snoop_index] == 2'b11 || cache_state[snoop_index] == 2'b10)
                            cache_state[snoop_index] <= 2'b01;  
                    end else if (bus_snoop_type == 2'b10) begin  
                        cache_state[snoop_index] <= 2'b00;  
                    end
                end else begin
                    snoop_resp_hit_r <= 0;
                    snoop_resp_state_r <= 2'b00;
                end
            end
        end
    end
    assign core_resp_valid  = core_resp_valid_r;
    assign core_resp_data   = core_resp_data_r;
    assign bus_req_valid    = bus_req_valid_r;
    assign bus_req_type     = bus_req_type_r;
    assign bus_req_addr     = bus_req_addr_r;
    assign bus_data_out     = core_req_data_r;
    assign snoop_resp_valid = snoop_resp_valid_r;
    assign snoop_resp_data  = snoop_resp_data_r;
    assign snoop_resp_hit   = snoop_resp_hit_r;
    assign snoop_resp_state = snoop_resp_state_r;
endmodule
==> run.sh <==
#!/bin/bash
# OpenROAD 26Q1-2900-gdf79404cd8, Yosys 0.63+post, stock flow scripts
make -C /OpenROAD-flow-scripts/flow DESIGN_CONFIG=/design/flow/config.mk WORK_HOME=/design/flow/orfs finish
==> config.mk <==
export PLATFORM = sky130hd
export DESIGN_NAME = Cache
export DESIGN_NICKNAME = Cache
export VERILOG_FILES = /design/flow/design.v
export SDC_FILE = /design/flow/constraint.sdc
export NUM_CORES = 4
export LEC_CHECK = 1
export CORE_UTILIZATION = 40
export SYNTH_HDL_FRONTEND = slang
==> constraint.sdc <==
current_design Cache

set clk_period 6.5
set clk_io_pct 0.2

create_clock -name clk0 -period $clk_period [get_ports {clk}]

set non_clock_inputs [all_inputs -no_clocks]
set_input_delay [expr $clk_period * $clk_io_pct] -clock clk0 $non_clock_inputs
set_output_delay [expr $clk_period * $clk_io_pct] -clock clk0 [all_outputs]
==> out/qor.txt <==
Chip area: 39000 µm²
Max Cap Viol: 0
Worst hold path type: flip-flop to flip-flop
P_leak: 0.00629 µW
Die Width: 198 µm
Dominant register cell: edfxtp_1
Distinct lib cells: 46
CP most frequent cell: buf_4
Die H: 198 µm
CP cell instances: buf_4 -> inv_1 -> nor2_2 -> a221oi_4 -> o41ai_4 -> buf_4 -> nor2b_4 -> buf_4
Cycle use final: 0.649
IO Pins: 194
Crit path max fanout: 42
Hold Buf Count CTS: 0
Syn Area/Cell: 20.3 µm²
Gr ovfl total: 0
Initial DRC Count: 377
DRC Markers: 0
Synth area leader: edfxtp_1
Post-synth seq share: 0.765
List of most frequent post-synthesis cells: 376 x edfxtp_1, 63 x mux2_2, 34 x nand2_1
Number of cells in Yosys stat: 755
1st-pass router iterations: 4
Antenna diodes: 0
Share of layout cells above drive strength 1: 0.212
Vias in the first global route: 8449
Post-route cell area: 19000 µm²
Setup crit end kind: flip-flop
Slew @ Worst Pin: 891 ps
Clk sinks: 393
FILL cells: 3034
Max incr delay on CP: 810 ps
Max Fclk: 237 MHz
Worst rel slew slack: 0.405
Largest net degree at the start of global routing: 43
Final Wtd Congestion: 0.816
R2R depth: 8
Top cell area share: 0.738
TritonCTS Buffers: 42
YS chip area: 15300 µm²
Port-buffer cells: 187
Total GRT Usage: 0.190
Via count: 7862
Startpoint types: flip-flop
Synthesized area: 15300 µm²
Cell count after synthesis: 755
Unrepaired setup endpoints after global routing: no
Asr flop ratio synth: 0.0356
FP Util: 0.406
Crit Path Category: flip-flop to flip-flop
Antenna violations before repair: 0
Power Density: 297 nW/µm²
First-pass GRT wire length: 50.4 mm
Setup crit end: cache_data[7][25]
Synth-to-layout area growth: 23.9%
Clk slew on worst S/H paths: 60 ps
Buffers & Inverters on Critical Path: 4
Data arrival, critical path: 4440 ps
Worst clock skew: 15.6 ps
Via/cell ratio: 5.18
Top cells, area: edfxtp_1 74%, mux2_2 4.6%, mux2_4 3.1%
Wire per inst: 21.7 µm
Core Footprint: 37700 µm²
Peak supply drop: 0.153 mV
Root Driver: clkbuf_16
Placed Area: 17700 µm²
Htree depth: 2
Worst reg2reg endpoint: cache_data[7][25]
Combinational Area: 3300 µm²
Hold Violations, Final: 0
Yosys top cell by instances: edfxtp_1
Slowest CP cell: nor2b_4
Number of setup violations in the final report: 0
Clock Path Buffers: 3
Post-synth regs: 393
Worst r2r src: core_index[2]
Status: finished, final reports clean
Setup TNS Final: 0 ps
CP Depth: 8
Routed Antenna Nets: 0
Total power: 5630 µW
Post-detail-place hpwl: 19.2 mm
Worst Path Required: 6730 ps
Total Wirelength: 33.0 mm
Clk latency of the worst-skew pair: 540 ps
Tmin final: 4220 ps
Crit. Startpoint: core_index[2]
Fin. max-slew vios: 0
Setup Buffers After CTS: 0
R2r setup slk: 2280 ps
Number of OpenROAD warnings: 31
Storage cell area: 11700 µm²
CTS tree: done
Synth Warn #: 0
Post-CTS Resized: 0
Rows: 71
Crit path max-delay family: buffers and inverters
Number of enable flip-flop cells: 376
==> how the worst min path moves through the flow <==
stage,startpoint,cells past startpoint,end,slack [ps]
global route,cache_data[0][15],0,snoop_resp_data[15],460
CTS,cache_data[0][31],0,snoop_resp_data[31],440
finish,cache_data[0][31],0,snoop_resp_data[31],440
==> cell usage in the layout, fill, tap and decap left out, drive strengths merged, types with 4 or more instances in the layout <==
master	netlist	layout
inv	8	10
nor2b	8	8
mux4	33	33
and3	6	6
o31ai	4	4
edfxtp	376	376
buf	22	26
nand2	34	34
a221oi	33	33
clkdlybuf4s50	0	187
o22ai	14	14
clkinv	1	21
nor2	23	23
mux2	95	95
mux2i	15	15
and2	4	4
clkbuf	13	51
a21oi	5	5
nor3	6	6
a22oi	11	11
dfrtp	14	14
==> final cells by class <==
type / instances / area share
clock buffer: 51 / 0.0572
multi-input combinational: 318 / 0.174
sequential: 393 / 0.617
tap: 511 / 0.0337
inverter: 9 / 0.00191
clock inverter: 24 / 0.00647
timing repair buffer: 213 / 0.109
==> cells by family after synthesis <==
group	count (synthesis)	synth area share
flip-flops	393	0.765
multiplexers	143	0.139
AND/OR/NAND/NOR	88	0.0265
AND-OR/OR-AND	86	0.0461
XOR/XNOR	1	0.00106
buffers and inverters	44	0.0222
==> registers in the layout, summed over array words and instances, names as in the netlist, named ones only <==
name and cells:
cache_tag 8, bus_req_type 2, snoop_resp_valid 1, core_req_type_r 1, core_resp_data 32, bus_req_valid 1
core_resp_valid 1, bus_data_out 32, cache_state 2, core_index 3, core_tag 1, snoop_resp_hit 1
cache_data 256, cache_valid 8, bus_req_addr 6, snoop_resp_data 32, snoop_resp_state 2, core_req_pending 1
==> worst reg2reg max path, cell delays in order (launching register included) <==
cell	delay, ps
edfxtp_1	320
buf_4	490
inv_1	430
nor2_2	570
a221oi_4	190
o41ai_4	370
buf_4	390
nor2b_4	820
buf_4	340
==> where the power goes <==
| part | internal (µW) | leakage (µW) | switching (µW) |
|---|---|---|---|
| Combinational | 289 | 0.00213 | 276 |
| Sequential | 2920 | 0.00359 | 34.3 |
| Clock | 1180 | 0.000579 | 932 |
==> stage by stage <==
stage	hold slack [ps]	utilization	worst slack, ps	cells
5_1_grt	462	0.503	2000	1519
2_1_floorplan	418	-	1860	755
4_1_cts	440	0.503	2220	1519
3_3_place_gp	436	0.471	1790	1444
6_report	443	0.503	2280	1519
3_5_place_dp	435	0.471	1760	1444
==> metal layers <==
| metal | wire length (µm) | GRT usage | vias up | part of all wire |
|---|---|---|---|---|
| met3 | 3630 | 0.0943 | 46 | 0.11 |
| met2 | 15300 | 0.273 | 401 | 0.46 |
| met5 | 106 | 0.0204 | - | 0.0032 |
| li1 | - | - | 3550 | - |
| met1 | 13400 | 0.290 | 3863 | 0.41 |
| met4 | 495 | 0.0296 | 2 | 0.015 |
Power figures rest on the tool's default switching activity, not on a simulated workload.
